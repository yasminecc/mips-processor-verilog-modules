<file path="flow/config.mk">
export PLATFORM = sky130hd
export DESIGN_NAME = Datamem
export DESIGN_NICKNAME = Datamem
export VERILOG_FILES = /design/flow/design.v
export SDC_FILE = /design/flow/constraint.sdc
export NUM_CORES = 4
export LEC_CHECK = 1
export CORE_UTILIZATION = 50
export SYNTH_MEMORY_MAX_BITS = 65536
</file>
<file path="flow/constraint.sdc">
current_design Datamem

set clk_period 50.0
set clk_io_pct 0.2

create_clock -name clk0 -period $clk_period [get_ports {clk}]

set non_clock_inputs [all_inputs -no_clocks]
set_input_delay [expr $clk_period * $clk_io_pct] -clock clk0 $non_clock_inputs
set_output_delay [expr $clk_period * $clk_io_pct] -clock clk0 [all_outputs]
</file>
<file path="flow/design.v">
module Datamem (
    input wire clk,
    input wire [31:0] address,     
    input wire [31:0] write_data,  
    input wire MemRead,            
    input wire MemWrite,           
    output reg [31:0] read_data   
);
    reg [31:0] mem [0:255];
    always @(posedge clk) begin
        if (MemWrite) begin
            mem[address[31:2]] <= write_data;  
        end 
        if (MemRead) begin
            read_data <= mem[address[31:2]];   
        end 
    end
endmodule
</file>
<file path="flow/run.sh">
#!/bin/bash
# OpenROAD 26Q1-2900-gdf79404cd8, Yosys 0.63+post, stock flow scripts
make -C /OpenROAD-flow-scripts/flow DESIGN_CONFIG=/design/flow/config.mk WORK_HOME=/design/flow/orfs finish
</file>
==> reports/qor.yml <==
status: "complete, no violations"
cts.sinks: 8224
rows: 288
logic_area_um2: 61830
powerDensity_nw_per_um2: 40.41
io_pins: 99
hold_class: "reg -> reg"
max-slew-margin-rel_pct: 18.50
clk_pin_slew_ns: 0.06
synth.avg_cell_area_um2: 23.64
ff2ff_setup_slack_ns: 46.89
holdPathStages: 5
dr.pass1.iters: 8
synth_warnings: 1
dieArea_um2: 621800
grt_overflow: 0
r2r-start: "mem[79][18]"
wl_per_cell_um: 37.51
rsz0062_at_grt: "no"
cap_violations: 0
ys_cells: 13090
ir_worst_vdd_mv: 0.04658
crit_end: "read_data[17]"
cts_buffers: 805
dp_cells: 21310
track_usage_pct: 31.70
clk_latency_ns: 1.18
worst_pin_slew_ns: 1.223
max_freq_mhz: 57.43
fin_util_pct: 57.26
worstSetupStartpointType: "input pin"
via_count: 146400
p_leak_nw: 107.9
log.warning_count: 58
cts-resized-gates: 0
port_buffers: 74
drive_gt1_share_pct: 30.32
switching_share_pct: 21.11
htreeDepth: 6
regArea_um2: 247000
power_frac_seq_pct: 53.5
grt_pass1_vias: 166600
vias_per_cell: 6.394
drtIter0Drc: 8601
postSynthCellCount: 13090
finalClockSkew_ns: 0.1015
routed_wl_um: 858500
coreArea_um2: 615800
timing.final.max_slew_violations: 0
critPathLaunch: "address[2]"
syn2layout_area_growth_pct: 14.00
crit_type: "in -> reg"
grt_max_degree: 121
yosysUniqueCellTypes: 21
power_frac_comb_pct: 4.6
r2r_cells: 5
internal-power_mw: 11.24
ant_nets: 0
dp_hpwl_um: 480800
floorplan.core_util_pct: 50.23
yosys_area_um2: 309300
finalSetupTns_ns: 0
period_needed_ns: 17.41
grt_pass1_wl_um: 1203000
worst-path-max-fanout: 73
fin_cells: 22890
ys_seq_share_pct: 79.84
holdBufCountCts: 0
cts-root-buf: "clkbuf_16"
die_w_um: 788.5
cp_data_arrival_time_ns: 18.30
fillCellCount: 42220
finalWeightedCongestion: 0.8922
hold_viol_final: 0
antenna_found_initial: 43
cts_setup_buffers: 0
switchingPower_mw: 3.008
reg2reg_to: "read_data[18]"
route.detailed.drc: 0
die_h_um: 788.5
period_used_pct: 34.82
worstPathRequired_ns: 50.89
synth_flops: 8224
clock_path_buffers: 4
power_frac_clock_pct: 41.9
endpoint_kind: "register"
cts_tree: "built"
syn_area_um2: 309300
holdWs_ns: 1.119
finalSetupViolations: 0
==> worst min-delay path by stage <==
| stage | start | to | slack [ns] |
|---|---|---|---|
| final | mem[135][19] | read_data[19] | 1.12 |
| after CTS | mem[135][19] | read_data[19] | 1.14 |
| after global routing | mem[51][13] | read_data[13] | 1.18 |
==> synthesized netlist by cell type <==
cell      number  area, µm²
buf_4         21      157.7
or3_1          1      6.260
and2_1         3      18.77
buf_6          4      45.04
nor3_1        30      150.1
nand2b_1       6      37.54
edfxtp_1    8224     247000
a22oi_1     1024       7687
nand3_1       13      65.06
nand4_1       32      200.2
nor2b_1        7      43.79
clkbuf_1     498       1869
buf_1         64      240.2
o41ai_1      128       1121
nor2_1       232      870.8
a21oi_1      512       2562
inv_1          1      3.750
or2_2          2      12.51
mux4_2      2048      46120
nand2_1       28      105.1
buf_2        209       1046
==> through the flow <==
stage          cell area, µm²  power, mW  setup WS [ns]
2_1_floorplan          309300      8.072          36.12
3_3_place_gp           326300      8.400          31.41
3_5_place_dp           326300      8.419          31.26
4_1_cts                352400      14.33          32.50
5_1_grt                352600      14.64          31.69
6_report               352600      14.25          32.59
==> state kept, by name, summed over array words and instances (netlist names) <==
signal and count:
mem 8192, read_data 32
==> worst max-delay path, cell delays in order <==
cell and delay (ns):
buf_16 0.29, buf_4 0.45, buf_4 0.67, buf_4 0.51, buf_4 0.58, buf_4 0.63, buf_4 0.66, buf_12 0.46
buf_4 0.77, buf_12 0.56, mux4_2 0.58, a22oi_1 0.27, a21oi_1 0.32, o41ai_2 0.89, nand4_1 0.21
==> kinds of logic after synthesis <==
kind of cell	Yosys count	synth area share [%]
flip-flops	8224	79.84
multiplexers	2048	14.91
AND-OR/OR-AND	1664	3.676
buffers and inverters	797	1.087
AND/OR/NAND/NOR	354	0.4882
==> cells in the final DEF (no fill, tap or decap), types with 5 or more instances in the layout <==
cell type           n
clkbuf_1          168
bufinv_16          83
nand2_2            15
buf_4             813
clkinv_1          186
nor2_4            228
nand3_2             5
mux4_2           2048
clkinv_2          165
a21oi_1           510
nand2_1            12
edfxtp_1         8224
inv_16             10
inv_6              13
clkinv_16          12
clkinv_4            6
clkdlybuf4s50_1    39
a22oi_1          1024
o41ai_1            23
buf_12             14
nor3_2             30
o41ai_2           105
clkinv_8           16
diode_2            82
nand4_1            32
nand3_1             5
buf_8              32
clkbuf_16         813
clkinvlp_4         23
==> power by group through the flow <==
stage	sequential (mW)	combinational, mW	clock [mW]
global route	7.62	0.700	6.32
CTS	7.62	0.658	6.05
finish	7.62	0.656	5.97
==> layer usage <==
layer	part of all wire (%)	vias to the layer above	track usage (%)
li1	-	58970	-
met2	45	12610	42.49
met4	4.5	81	10.30
met3	24	1556	32.45
met1	26	73140	33.54
met5	0.53	-	6.927
==> cell type report <==
class | count | area share, %
Multi-Input combinational cell | 4066 | 17.53
Clock inverter | 515 | 1.471
Tap cell | 8120 | 2.881
Clock buffer | 981 | 5.948
Sequential cell | 8224 | 70.03
Timing Repair Buffer | 901 | 2.074
Antenna cell | 82 | 0.05819
Inverter | 1 | 0.001064
No activity file was given, so power comes from the tool's default toggle rates.
