===== ./run.sh =====
#!/bin/bash
# OpenROAD 26Q1-2900-gdf79404cd8, Yosys 0.63+post, stock flow scripts
make -C /OpenROAD-flow-scripts/flow DESIGN_CONFIG=/design/flow/config.mk WORK_HOME=/design/flow/orfs finish

===== ./constraint.sdc =====
current_design Imem

set clk_period 1.1
set clk_io_pct 0.2

create_clock -name clk0 -period $clk_period

set non_clock_inputs [all_inputs -no_clocks]
set_input_delay [expr $clk_period * $clk_io_pct] -clock clk0 $non_clock_inputs
set_output_delay [expr $clk_period * $clk_io_pct] -clock clk0 [all_outputs]

===== ./config.mk =====
export PLATFORM = sky130hd
export DESIGN_NAME = Imem
export DESIGN_NICKNAME = Imem
export VERILOG_FILES = /design/flow/design.v
export SDC_FILE = /design/flow/constraint.sdc
export NUM_CORES = 4
export LEC_CHECK = 1
export CORE_AREA = 10 10 70 70
export DIE_AREA = 0 0 80 80
export SYNTH_MEMORY_MAX_BITS = 65536

===== ./design.v =====
module Imem(address, read_data);
input wire [31:0] address; 
output reg [31:0] read_data;
reg [31:0] mem [0:255];
initial begin
    mem[0] <= 32'b00100000000010000000000000000010;  
    mem[1] <= 32'b00100000000010100000000000000010;  
    mem[2] <= 32'b00000001000010100100000000100000;  
    mem[3] <= 32'b00100000000010010000000000000001;  
    mem[4] <= 32'b10101101001010000000000000000000;  
    mem[5] <= 32'b10001101001010100000000000000000;  
    mem[6] <= 32'b00000001000010010100000000100010;  
    mem[7] <= 32'b00010001000010010000000000000001;  
    mem[8] <= 32'b00001000000000000000000000000110;  
    mem[9] <= 32'b00001000000000000000000000001001;  
end
always @* begin
    read_data = mem[address[31:2]]; 
end
endmodule

==> results_dict.tcl <==
# place-and-route summary
set metrics [dict create \
    outcome "finished, violations left" \
    violations "negative setup slack" \
    layout.sequential_cells 0 \
    critPathLaunchType "input pin" \
    final_cell_mix "16 x sky130_fd_sc_hd__conb_1, 13 x sky130_fd_sc_hd__buf_2, 10 x sky130_fd_sc_hd__buf_4" \
    hold_slack_ns 0.716 \
    sw_share 0.385 \
    port_buffers 20 \
    initial_antenna_violation_count 0 \
    final-setup-viol-count 10 \
    fp-utilization 0.105 \
    final.fill_count 375 \
    vdd_ir_drop_max_mv 0.0542 \
    pwr-share-clk 0 \
    critPathRequiredTime_ns 0.88 \
    max_stage_delay_ns 0.27 \
    grt_start_max_net_pins 10 \
    layout.cells.most_common "sky130_fd_sc_hd__conb_1" \
    fin_ws_ns -0.133 \
    final.clkbuf_count 0 \
    report.final.hold_viol_count 0 \
    timing.critical_path.fanout_max 2 \
    end_kind "output pin" \
    openroad.warnings 66 \
    count_of_tritonroute_iterations_in_the_first_routing_pass 3 \
    slowest_cell_on_the_critical_path "sky130_fd_sc_hd__o31a_1" \
    power_frac_comb 1.000 \
    max_cap_viol_count 0 \
    fin_setup_tns_ns -0.797 \
    detailed_place_hpwl_um 874 \
    crit_family "AND-OR/OR-AND gates" \
    timing.final.max_slew_violations 0 \
    post_synthesis_cell_area_um2 359 \
    critPathBufInv 3 \
    place_congestion 0.744 \
    dieArea_um2 6400 \
    max_freq_ghz 0.811 \
    yosys.stat.seqShare 0 \
    yosys.stat.chipArea_um2 359 \
    synth_stat.cells 51 \
    switching_power_of_the_nets_mw 0.0757 \
    die.size.x_um 80 \
    core_um2 3420 \
    final_core_utilization 0.205 \
    gr-total-overflow 0 \
    global_route_wire_length_before_repair_um 1780 \
    path_cells "buf_8 > inv_6 > ha_4 > and2_4 > o31a_1 > buf_2" \
    final.min_clock_period_ns 1.23 \
    seq_area_um2 0 \
    vias 370 \
    core.rowCount 21 \
    die_y_um 80 \
    count_of_mapped_cells_out_of_synthesis 51 \
    unrepaired_setup_endpoints_after_global_routing "true" \
    io-pin-count 64 \
    grt_usage 0.0319 \
    number_of_drc_violations_after_detailed_routing 0 \
    power.static_leakage_nw 0.377 \
    antenna_cells 0 \
    route.detailed.vias_per_inst 2.89 \
    sequential_power_share 0 \
    drt-total-wl_um 1150 \
    post_cts_hold_buffer_count 0 \
    min_period_over_period 1.12 \
    post_route_cells_drive_above_1_share 0.610 \
    drt-wirelength-per-cell_um 8.98 \
    post_synth.cell_area_avg_um2 7.04 \
    cellPowerDensity_nw_per_um2 280 \
    timing.hold.worst.class "input pin to output pin" \
    worst_ep_arrival_time_ns 1.01 \
    drt.antenna.violating_nets 0 \
    yosys_warnings 1 \
    path_class "input pin to output pin" \
    number_of_drc_markers_in_iteration_0 5 \
    first_global_vias 397 \
    synthDistinctLibCells 18 \
    area_overhead_of_the_layout_relative_to_synthesis_pct 95.5 \
    internal-power_mw 0.121 \
]
[Yosys cell counts]
library cell	number	area share
sky130_fd_sc_hd__o21ai_0	1	0.014
sky130_fd_sc_hd__buf_2	1	0.014
sky130_fd_sc_hd__inv_1	5	0.052
sky130_fd_sc_hd__ha_1	5	0.17
sky130_fd_sc_hd__buf_6	1	0.031
sky130_fd_sc_hd__a21o_2	1	0.024
sky130_fd_sc_hd__conb_1	1	0.010
sky130_fd_sc_hd__and2_1	1	0.017
sky130_fd_sc_hd__o31a_1	1	0.024
sky130_fd_sc_hd__o211a_1	1	0.028
sky130_fd_sc_hd__buf_4	19	0.40
sky130_fd_sc_hd__a21oi_2	1	0.024
sky130_fd_sc_hd__nand2_1	3	0.031
sky130_fd_sc_hd__nor2b_1	1	0.017
sky130_fd_sc_hd__mux2i_1	1	0.028
sky130_fd_sc_hd__or2_1	1	0.017
sky130_fd_sc_hd__nor2_1	5	0.052
sky130_fd_sc_hd__and3_2	2	0.042
[what timing repair did]
action                                  CTS  global route
pin swaps                                 9             2
gates resized                            91             5
setup buffers                             9             0
endpoints found under the setup margin   16            12
[tightest hold or removal path, stage by stage]
cell                      delay (ns)
sky130_fd_sc_hd__buf_6          0.10
sky130_fd_sc_hd__o21ai_1        0.07
sky130_fd_sc_hd__buf_2          0.11
[path summary, 6_finish.rpt]
check                 cells past startpoint           end  slack, ns       start
worst max-delay path                      6  read_data[1]      -0.13  address[2]
worst min-delay path                      3  read_data[0]       0.72  address[5]
[final cells by class]
cell class	count	area [µm²]	share of cell area
Inverter	5	36.3	0.0517
Multi-Input combinational cell	40	303	0.431
Tap cell	46	57.6	0.0820
Timing Repair Buffer	37	305	0.435
[stage by stage]
| stage | instances | area, µm² | worst slack, ns | total power, mW |
|---|---|---|---|---|
| final | 128 | 702 | -0.133 | 0.197 |
| after global routing | 128 | 702 | -0.166 | 0.219 |
| after CTS | 128 | 688 | -0.138 | 0.194 |
| after detailed placement | 119 | 574 | -0.964 | 0.157 |
| after global placement | 119 | 574 | -0.953 | 0.159 |
| after floorplan | 66 | 415 | 0.0481 | 0.0897 |
[power by group through the flow]
stage / registers, mW / logic [mW] / clock network (mW)
4_1_cts: 0 / 0.194 / 0
6_report: 0 / 0.197 / 0
5_1_grt: 0 / 0.219 / 0
[kinds of logic after synthesis]
logic type,Yosys count,synth area share
buffers and inverters,26,0.495
and+or+nand+nor,13,0.178
AOI/OAI and AO/OA,5,0.115
adders and majority gates,5,0.174
muxes,1,0.0279
other,1,0.0104
[per-layer routing]
layer,global-route usage,vias to the layer above,routed length (µm)
met3,0.00227,0,82
met2,0.0578,19,565
li1,-,187,-
met4,0,0,0
met1,0.0422,164,502
met5,0,-,0
Power and IR drop assume default switching activity.
