==> flow/run.sh <==
#!/bin/bash
# OpenROAD 26Q1-2900-gdf79404cd8, Yosys 0.63+post, stock flow scripts
make -C /OpenROAD-flow-scripts/flow DESIGN_CONFIG=/design/flow/config.mk WORK_HOME=/design/flow/orfs finish
==> flow/config.mk <==
export PLATFORM = sky130hd
export DESIGN_NAME = Registerfile
export DESIGN_NICKNAME = Registerfile
export VERILOG_FILES = /design/flow/design.v
export SDC_FILE = /design/flow/constraint.sdc
export NUM_CORES = 4
export LEC_CHECK = 1
export CORE_UTILIZATION = 50
==> flow/constraint.sdc <==
current_design Registerfile

set clk_period 7.5
set clk_io_pct 0.2

create_clock -name clk0 -period $clk_period [get_ports {clk}]

set non_clock_inputs [all_inputs -no_clocks]
set_input_delay [expr $clk_period * $clk_io_pct] -clock clk0 $non_clock_inputs
set_output_delay [expr $clk_period * $clk_io_pct] -clock clk0 [all_outputs]
==> flow/design.v <==
module Registerfile(
    input wire clk,                 
    input wire [4:0] rs_address,    
    input wire [4:0] rt_address,    
    input wire [4:0] rd_address,    
    input wire [31:0] rd_value,     
    input wire reg_write,           
    output wire [31:0] rs_value,    
    output wire [31:0] rt_value     
);
    reg [31:0] mem [0:31];
    initial begin
        mem[0] <= 0;
    end
    always @(posedge clk) begin
        if (reg_write && rd_address != 0) begin
            mem[rd_address] <= rd_value;
        end
    end
    assign rs_value = mem[rs_address]; 
    assign rt_value = mem[rt_address];
endmodule
==> flow_summary.yaml <==
# synthesis and place-and-route metrics
sta:
  fmax_mhz: 164
  hold_viol: 0
  setup_viol: 0
  fin_crit_sh_pct: 81.3
  slew_viol_final: 0
  setup_tns_ps: 0
  min_period_ps: 6100
  rsz0062_at_grt: "false"
  slew_headroom_pct: 32.1
  worst_slack_ps: 1400
  worst_slew_pin_slew_ps: 1020
synth:
  synth_top_area_share_pct: 63.1
  ys_ff: 1024
  synth_chip_area_um2: 48800
  yosysTopAreaCell: "edfxtp_1"
  ys_cells: 3386
  ys_seq_share_pct: 63.1
  synth_cell_types: 24
  yosysWarnings: 1
  syn_area_per_cell_um2: 14.4
  synthCells: 3386
  ys_top_cells_by_area: "edfxtp_1 (63%), mux2i_1 (21%), a22oi_1 (3.0%), a22o_1 (2.3%), nand3_1 (2.0%)"
  synth_area_um2: 48800
layout:
  design_area_um2: 54900
  largest_reg_flops: 1024
  largestRegisters: "mem (1024)"
  comb_area_um2: 16900
  fillers: 7266
  top_register: "mem"
  regArea_um2: 30700
  syn2layout_area_growth_pct: 12.6
  drive_above_1_share_pct: 8.86
  lay_top_cells: "mux2i_1 (1024), edfxtp_1 (1024), nand3_1 (194)"
global_route:
  grtUsageTotal_pct: 34.1
  grt_pass1_wl_um: 220000
  grt_overflow: 0
  antenna_found_initial: 0
  grt_max_degree: 89
  grt_pass1_vias: 32700
min_path:
  hold_class: "input pin to flip-flop"
  hold_depth: 2
  hold_path_startpoint: "rd_value[8]"
clock_tree:
  cts_hold_repair.buffers: 0
  cts_resized: 0
  tritoncts: "built"
  clock-sinks: 1024
  cts_buffers: 109
  clk_pin_slew_ps: 60
  root_buffer: "clkbuf_16"
  htreeDepth: 3
  cts_buffer_depth: 3
  post_cts_buffers: 0
setup_path:
  worstSetupEndpointType: "output port"
  cp.arrival_ps: 4600
  worstPathCellList: "clkdlybuf4s50_1, and2_4, buf_4, a21oi_1, nand3_1, nand3_1, clkdlybuf4s50_1"
  critical_path.max_stage_delay_ps: 650
  critPathRequiredTime_ps: 6000
  critPathSlowestCell: "and2_4"
  criticalPathCategory: "input pin to output port"
  critPathLaunch: "rt_address[2]"
  startpoint_type: "input pin"
  path_max_fanout: 33
floorplan:
  placementRows: 114
  chip_area_um2: 98800
  die_y_um: 314
  io_pins: 113
  die_w_um: 314
  initial_utilization_pct: 50.4
  core_um2: 96700
placed_design:
  pre_cts_slack_ps: 1440
  globalplace.congestion: 0.904
  place_hpwl_um: 84100
  io_buffers: 112
  dpl-instance-area_um2: 51600
power_and_ir_drop:
  p_leak_uw: 0.0203
  powerDensity_nw_per_um2: 231
  peakVddDrop_mv: 0.184
route:
  num_vias: 31200
  drtPass1Iterations: 6
  dr.first_iter.drc_count: 2508
  remaining_drc_errors: 0
  wl_per_cell_um: 31.4
  viasPerCell: 6.40
  ant_nets: 0
  wirelength_um: 153000
job:
  drv_cap: 0
  tool_warnings: 26
status:
  status: "finished clean"
## cell type report
| class | instances | area share [%] |
|---|---|---|
| Antenna cell | 1 | 0.00456 |
| Tap cell | 1276 | 2.91 |
| Multi-Input combinational cell | 2140 | 30.8 |
| Clock inverter | 55 | 0.795 |
| Clock buffer | 136 | 5.15 |
| Timing Repair Buffer | 235 | 4.38 |
| Sequential cell | 1024 | 56.0 |
## synthesized netlist by cell type
master / n
nand3_1: 194
clkbuf_4: 4
nor2b_1: 4
buf_1: 11
buf_2: 62
a22o_1: 128
a22oi_1: 192
a21oi_1: 192
mux2i_1: 1024
or2_2: 2
buf_4: 57
edfxtp_1: 1024
buf_6: 37
or3b_2: 3
nand2b_1: 4
nand2_1: 195
nor2_1: 34
nor3_1: 64
or3_1: 1
a31oi_1: 64
nand3b_1: 5
and2_1: 2
clkbuf_1: 82
conb_1: 1
## per-stage QoR
step	hold WS [ps]	cells	util (%)	power (uW)
floorplan	1600	3417	-	7200
global placement	2330	4675	53.4	7720
detailed placement	2330	4675	53.4	7730
CTS	1600	4866	56.8	12700
global route	1650	4866	56.8	13000
finish	1630	4867	56.8	12700
## worst max-delay path, delay by kind of cell
family / cells / cell delay, ps
AOI/OAI and AO/OA: 1 / 120
and+or+nand+nor: 3 / 1250
buffers and inverters: 3 / 1690
## path summary, 6_finish.rpt
check                                  end  slack (ps)
worst max-delay path          rt_value[11]        1400
worst min-delay path  mem[27][8]$_DFFE_PP_        1630
## cell families (layout without fill, tap and decap cells)
kind of cell	Yosys count	in the layout	synth area share, %
compound gates	576	576	8.05
flops	1024	1024	63.1
buf+inv	253	426	3.15
mux	1024	1024	21.0
other cells	1	33	0.00769
simple gates	508	508	4.71
## per-layer routing
| layer | track usage [%] | vias to the layer above | part of all wire (%) |
|---|---|---|---|
| met5 | 0.967 | - | 0.081 |
| met2 | 47.2 | 1983 | 44 |
| met3 | 24.1 | 289 | 17 |
| met4 | 8.12 | 4 | 3.2 |
| met1 | 46.2 | 15300 | 36 |
| li1 | - | 13600 | - |
## power by group
| part | switching [uW] | leakage [uW] | internal (uW) | total, uW |
|---|---|---|---|---|
| Clock | 2160 | 0.00161 | 2880 | 5040 |
| Combinational | 749 | 0.00940 | 458 | 1210 |
| Sequential | 33.3 | 0.00925 | 6380 | 6420 |
| Total | 2940 | 0.0203 | 9720 | 12700 |
Power figures rest on the tool's default switching activity, not on a simulated workload.
